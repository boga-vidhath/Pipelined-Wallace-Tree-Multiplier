<file path="run.sh">
#!/bin/bash
# OpenROAD 26Q1-2900-gdf79404cd8, Yosys 0.63+post, stock flow scripts
make -C /OpenROAD-flow-scripts/flow DESIGN_CONFIG=/design/flow/config.mk WORK_HOME=/design/flow/orfs finish
</file>
<file path="config.mk">
export PLATFORM = sky130hd
export DESIGN_NAME = WallaceTreeMult
export DESIGN_NICKNAME = WallaceTreeMult
export VERILOG_FILES = /design/flow/design.v
export SDC_FILE = /design/flow/constraint.sdc
export NUM_CORES = 4
export LEC_CHECK = 1
export CORE_UTILIZATION = 40
</file>
<file path="constraint.sdc">
current_design WallaceTreeMult

set clk_period 5.8
set clk_io_pct 0.2

create_clock -name clk0 -period $clk_period [get_ports {clk}]

set non_clock_inputs [all_inputs -no_clocks]
set_input_delay [expr $clk_period * $clk_io_pct] -clock clk0 $non_clock_inputs
set_output_delay [expr $clk_period * $clk_io_pct] -clock clk0 [all_outputs]
</file>
<file path="design.v">
module FullAdder (input a, b, c, output sum, cout);
  wire w1, w2, w3;
  HalfAdder HA1 (a, b, w2, w1);
  HalfAdder HA2 (w2, c, sum, w3);
  assign cout = w1 | w3; 
endmodule
module HalfAdder 
  (
   A,
   B,
   sum,
   carry
   );
  input  A;
  input  B;
  output sum;
  output carry;
  assign sum   = A ^ B;   
  assign carry = A & B;   
endmodule  
module Register #(parameter size=5)(d, clk, rst, q);
   input      [size-1:0] d;
   input      clk, rst;
   output     [size-1:0] q;
   reg        [size-1:0] q;
   always @ (posedge clk or posedge rst) begin
      if (rst)
         q <= 0;
      else
         q <= d;
   end
endmodule
module RegisterChain #(parameter size=5, parameter stages=5)(in, clk, rst,out);
   input      [size-1:0] in;
   input      clk, rst;
   output     [size-1:0] out;
    wire [size-1:0] intermediate_val [stages-2:0]; 
   Register #(.size(size)) Reg0 (.rst(rst), .clk(clk), .d(in),.q(intermediate_val[0]));
   genvar index;
   generate
   for (index=1; index <= stages-2; index=index+1)
     begin: gen_code_label
       Register #(.size(size)) PipeReg (.rst(rst), .clk(clk), .d(intermediate_val[index-1]),.q(intermediate_val[index]));
     end
   endgenerate
   assign out = intermediate_val[stages-2];
endmodule
module WallaceTreeMult(
    input [4:0] A,
    input [4:0] B,
    input clk,
    input rst,
    output [9:0] Out
    );
    wire HA1_sum,HA2_sum,FA1_sum,FA2_sum,FA3_sum,FA4_sum;
    wire HA1_carry,HA2_carry,FA1_carry,FA2_carry,FA3_carry,FA4_carry;
    HalfAdder HA1 (A[2]&B[0], A[1]&B[1], HA1_sum, HA1_carry);
    FullAdder FA1 (A[3]&B[0],A[2]&B[1],A[1]&B[2], FA1_sum, FA1_carry);
    FullAdder FA2 (A[4]&B[0],A[3]&B[1],A[2]&B[2], FA2_sum, FA2_carry);
    HalfAdder HA2 (A[1]&B[3],A[0]&B[4],HA2_sum,HA2_carry);
    FullAdder FA3 (A[1]&B[4],A[4]&B[1],A[3]&B[2], FA3_sum,FA3_carry);
    FullAdder FA4 (A[2]&B[4], A[3]&B[3], A[4]&B[2], FA4_sum, FA4_carry);   
    wire HA1_sum_reg_out,HA1_carry_reg_out, FA1_sum_reg_out, FA1_carry_reg_out, FA2_sum_reg_out, FA2_carry_reg_out;
    wire HA2_sum_reg_out,HA2_carry_reg_out, FA3_sum_reg_out, FA3_carry_reg_out, FA4_sum_reg_out, FA4_carry_reg_out;
    Register #(.size(1)) HA1_sum_reg (.rst(rst), .clk(clk), .d(HA1_sum),.q(HA1_sum_reg_out));
    Register #(.size(1)) HA1_carry_reg (.rst(rst), .clk(clk), .d(HA1_carry),.q(HA1_carry_reg_out));
    Register #(.size(1)) FA1_sum_reg (.rst(rst), .clk(clk), .d(FA1_sum),.q(FA1_sum_reg_out));
    Register #(.size(1)) FA1_carry_reg (.rst(rst), .clk(clk), .d(FA1_carry),.q(FA1_carry_reg_out));
    Register #(.size(1)) FA2_sum_reg (.rst(rst), .clk(clk), .d(FA2_sum),.q(FA2_sum_reg_out));
    Register #(.size(1)) FA2_carry_reg (.rst(rst), .clk(clk), .d(FA2_carry),.q(FA2_carry_reg_out));
    Register #(.size(1)) HA2_sum_reg (.rst(rst), .clk(clk), .d(HA2_sum),.q(HA2_sum_reg_out));
    Register #(.size(1)) HA2_carry_reg (.rst(rst), .clk(clk), .d(HA2_carry),.q(HA2_carry_reg_out));
    Register #(.size(1)) FA3_sum_reg (.rst(rst), .clk(clk), .d(FA3_sum),.q(FA3_sum_reg_out));
    Register #(.size(1)) FA3_carry_reg (.rst(rst), .clk(clk), .d(FA3_carry),.q(FA3_carry_reg_out));
    Register #(.size(1)) FA4_sum_reg (.rst(rst), .clk(clk), .d(FA4_sum),.q(FA4_sum_reg_out));
    Register #(.size(1)) FA4_carry_reg (.rst(rst), .clk(clk), .d(FA4_carry),.q(FA4_carry_reg_out));
    wire HA_2_1_sum,FA_2_1_sum,FA_2_2_sum,HA_2_2_sum,FA_2_3_sum;
    wire HA_2_1_carry,FA_2_1_carry,FA_2_2_carry,HA_2_2_carry,FA_2_3_carry;
    HalfAdder HA_2_1 (FA1_sum_reg_out,HA1_carry_reg_out,HA_2_1_sum,HA_2_1_carry); 
    FullAdder FA_2_1 (FA1_carry_reg_out,FA2_sum_reg_out,HA2_sum_reg_out,FA_2_1_sum,FA_2_1_carry); 
    FullAdder FA_2_2 (FA3_sum_reg_out,FA2_carry_reg_out,HA2_carry_reg_out,FA_2_2_sum,FA_2_2_carry); 
    HalfAdder HA_2_2 (FA4_sum_reg_out,FA3_carry_reg_out,HA_2_2_sum,HA_2_2_carry); 
    FullAdder FA_2_3 (A[3]&B[4],A[4]&B[3],FA4_carry_reg_out,FA_2_3_sum,FA_2_3_carry); 
    wire HA_2_1_sum_reg_out,HA_2_1_carry_reg_out, FA_2_1_sum_reg_out, FA_2_1_carry_reg_out, FA_2_2_sum_reg_out, FA_2_2_carry_reg_out;
    wire HA_2_2_sum_reg_out,HA_2_2_carry_reg_out, FA_2_3_sum_reg_out, FA_2_3_carry_reg_out;
    Register #(.size(1)) HA_2_1_sum_reg (.rst(rst), .clk(clk), .d(HA_2_1_sum),.q(HA_2_1_sum_reg_out));
    Register #(.size(1)) HA_2_1_carry_reg (.rst(rst), .clk(clk), .d(HA_2_1_carry),.q(HA_2_1_carry_reg_out));
    Register #(.size(1)) FA_2_1_sum_reg (.rst(rst), .clk(clk), .d(FA_2_1_sum),.q(FA_2_1_sum_reg_out));
    Register #(.size(1)) FA_2_1_carry_reg (.rst(rst), .clk(clk), .d(FA_2_1_carry),.q(FA_2_1_carry_reg_out));
    Register #(.size(1)) FA_2_2_sum_reg (.rst(rst), .clk(clk), .d(FA_2_2_sum),.q(FA_2_2_sum_reg_out));
    Register #(.size(1)) FA_2_2_carry_reg (.rst(rst), .clk(clk), .d(FA_2_2_carry),.q(FA_2_2_carry_reg_out));
    Register #(.size(1)) HA_2_2_sum_reg (.rst(rst), .clk(clk), .d(HA_2_2_sum),.q(HA_2_2_sum_reg_out));
    Register #(.size(1)) HA_2_2_carry_reg (.rst(rst), .clk(clk), .d(HA_2_2_carry),.q(HA_2_2_carry_reg_out));
    Register #(.size(1)) FA_2_3_sum_reg (.rst(rst), .clk(clk), .d(FA_2_3_sum),.q(FA_2_3_sum_reg_out));
    Register #(.size(1)) FA_2_3_carry_reg (.rst(rst), .clk(clk), .d(FA_2_3_carry),.q(FA_2_3_carry_reg_out));
    wire HA_3_1_sum, HA_3_2_sum, HA_3_3_sum, HA_3_4_sum;
    wire HA_3_1_carry, HA_3_2_carry, HA_3_3_carry, HA_3_4_carry;
    HalfAdder HA_3_1 (FA_2_2_sum_reg_out,FA_2_1_carry_reg_out,HA_3_1_sum,HA_3_1_carry);
    HalfAdder HA_3_2 (HA_2_2_sum_reg_out,FA_2_2_carry_reg_out,HA_3_2_sum,HA_3_2_carry);
    HalfAdder HA_3_3 (FA_2_3_sum_reg_out,HA_2_2_carry_reg_out,HA_3_3_sum,HA_3_3_carry);
    HalfAdder HA_3_4 (A[4]&B[4],FA_2_3_carry_reg_out,HA_3_4_sum,HA_3_4_carry);
    wire HA_3_1_sum_reg_out,HA_3_1_carry_reg_out, HA_3_2_sum_reg_out, HA_3_2_carry_reg_out, HA_3_3_sum_reg_out, HA_3_3_carry_reg_out;
    wire HA_3_4_sum_reg_out,HA_3_4_carry_reg_out;
    Register #(.size(1)) HA_3_1_sum_reg (.rst(rst), .clk(clk), .d(HA_3_1_sum),.q(HA_3_1_sum_reg_out));
    Register #(.size(1)) HA_3_1_carry_reg (.rst(rst), .clk(clk), .d(HA_3_1_carry),.q(HA_3_1_carry_reg_out));
    Register #(.size(1)) HA_3_2_sum_reg (.rst(rst), .clk(clk), .d(HA_3_2_sum),.q(HA_3_2_sum_reg_out));
    Register #(.size(1)) HA_3_2_carry_reg (.rst(rst), .clk(clk), .d(HA_3_2_carry),.q(HA_3_2_carry_reg_out));
    Register #(.size(1)) HA_3_3_sum_reg (.rst(rst), .clk(clk), .d(HA_3_3_sum),.q(HA_3_3_sum_reg_out));
    Register #(.size(1)) HA_3_3_carry_reg (.rst(rst), .clk(clk), .d(HA_3_3_carry),.q(HA_3_3_carry_reg_out));
    Register #(.size(1)) HA_3_4_sum_reg (.rst(rst), .clk(clk), .d(HA_3_4_sum),.q(HA_3_4_sum_reg_out));
    Register #(.size(1)) HA_3_4_carry_reg (.rst(rst), .clk(clk), .d(HA_3_4_carry),.q(HA_3_4_carry_reg_out));
    wire A1_B0_reg_out;
    RegisterChain #(.size(1),.stages(4)) A1_B0_RegChain (.in(A[1]&B[0]), .clk(clk), .rst(rst),.out(A1_B0_reg_out));
    wire A0_B0_reg_out;
    RegisterChain #(.size(1),.stages(4)) A0_B0_RegChain (.in(A[0]&B[0]), .clk(clk), .rst(rst),.out(A0_B0_reg_out));
    wire A2_B3_reg_out;
    RegisterChain #(.size(1),.stages(4)) A2_B3_RegChain (.in(A[2]&B[3]), .clk(clk), .rst(rst),.out(A2_B3_reg_out));
    wire A0_B3_reg_out;
    RegisterChain #(.size(1),.stages(4)) A0_B3_RegChain (.in(A[0]&B[3]), .clk(clk), .rst(rst),.out(A0_B3_reg_out));
    wire A0_B2_reg_out;
    RegisterChain #(.size(1),.stages(4)) A0_B2_RegChain (.in(A[0]&B[2]), .clk(clk), .rst(rst),.out(A0_B2_reg_out));
    wire A0_B1_reg_out;
    RegisterChain #(.size(1),.stages(4)) A0_B1_RegChain (.in(A[0]&B[1]), .clk(clk), .rst(rst),.out(A0_B1_reg_out));
    wire [9:0] arg1 = {1'b0,HA_3_4_sum_reg_out,HA_3_3_sum_reg_out,HA_3_2_sum_reg_out,HA_3_1_sum_reg_out,FA_2_1_sum_reg_out,HA_2_1_sum_reg_out,HA1_sum_reg_out,A1_B0_reg_out,A0_B0_reg_out};
    wire [9:0] arg2 = {HA_3_4_carry_reg_out,HA_3_3_carry_reg_out,HA_3_2_carry_reg_out,HA_3_1_carry_reg_out,A2_B3_reg_out,HA_2_1_carry_reg_out,A0_B3_reg_out,A0_B2_reg_out,A0_B1_reg_out,1'b0};
    wire [9:0] arg1_reg_out, arg2_reg_out;
    Register #(.size(10)) arg1_reg (.rst(rst), .clk(clk), .d(arg1),.q(arg1_reg_out));
    Register #(.size(10)) arg2_reg (.rst(rst), .clk(clk), .d(arg2),.q(arg2_reg_out));
    assign Out = arg1_reg_out + arg2_reg_out;
endmodule
</file>
==> reports/qor.csv <==
metric;value;unit
Hold WS;346.9;ps
Synth Warn #;3;
switching pwr;0.2201;mW
Die X;79.54;µm
Detailed Place HPWL;1878;µm
worst hold stages;0;
initial antenna violation count;0;
Peak supply drop;0.1259;mV
setup slack, reg-to-reg;4740;ps
worst r2r path cells;3;
EDFF count, synth;0;
Die Span Y;79.54;µm
Top Layout Cells;66 x dfrtp_1, 23 x and2_1, 21 x clkdlybuf4s50_1;
YS chip area;2405;µm²
worst-path fanout max;2;
Worst Path Arrival;2510;ps
drc violations;0;
die area;6326;µm²
final antenna diode count;0;
Switching Share;21.61;%
RSZ-0062 raised after global routing;no;
Leak Pwr;1.429;nW
mapped cell area;2405;µm²
critical path class;flip-flop to primary output;
IO Count;22;
Synth async-reset ratio;100.0;%
flops & latches, synth;66;
min Tclk post-route;3668;ps
Int Power;0.7984;mW
Min-Delay Path Class;flip-flop to flip-flop;
via count;1140;
ratio of cells with drive above 1 in the final layout;10.64;%
DP Area;2705;µm²
largest net degree at the start of global routing;67;
most frequent logic cell in the layout;dfrtp_1;
Reg-to-Reg Start;FA4_carry_reg.q;
port bufs;21;
CTS Sinks;66;
final core utilization;51.23;%
synthesized area per cell;15.82;µm²
final worst path period share;63.24;%
critical path startpoint category;flip-flop;
Max Cap Violations;0;
routability-driven placement congestion ratio;0.7868;
detail-routed net length per standard cell;10.51;µm
DRT iter0 DRCs;104;
Area growth, synth to finish;20.19;%
Pre-Place Util;42.63;%
final setup vio count;0;
Max transition margin;49.25;%
clk ins delay skew pair;330;ps
CTS tree;yes;
fmax;0.2726;GHz
WHS Endpoint;arg2_reg.q[5];
Worst-path clk slew;60;ps
sequential power share;51.2;%
vias in the first global route;1156;
tool warning count;25;
status;complete, no violations;
WL final;2732;µm
DR vias/cell;4.385;
Post-CTS Setup Inserts;0;
# rows;27;
max-slew violations;0;
CTS resizes;0;
CTS Buffer Depth;2;
Hold Violations, Final;0;
Clock Skew;3.704;ps
Clk network pwr share;34.6;%
antenna-violating nets left;0;
Global Route Usage Sum;10.39;%
Cell Pwr Density;352.4;nW/µm²
Worst-Margin Slew;761.3;ps
Unique cell types;24;
Overflow after GRT;0;
Fill cells;435;
first-pass GRT wire length;4899;µm
Yosys Instances;152;
core area;5642;µm²
CTS Buf Count;9;
hold_sp;A2_B3_RegChain.gen_code_label[2].PipeReg.q;
Req. time, crit path;4640;ps
R2R Path End;FA_2_3_sum_reg.q;
Final Instance Area;2890;µm²
ys flop type;dfrtp_1;
drt pass-1 iters;3;
clk root buf;clkbuf_8;
Critical Path End Type;primary output;
combinational fraction of design power;14.2;%
htree depth;3;
Mapped Cells;152;
sequential area share after synthesis;68.68;%
TNS Setup;0;ps
count of hold-fix buffers inserted at cts;0;
-- metal layers --
metal  vias up  part of all wire, %  GRT usage (%)
li1        556                    -              -
met2        32                   45          15.73
met3        11                  6.0          3.016
met1       541                   46          15.36
met4         0                  3.3          3.091
met5         -                    0              0
-- layout make-up --
class,instances,area [µm²],area share (%)
Sequential cell,66,1652,57.14
Multi-Input combinational cell,79,723.2,25.02
Timing Repair Buffer,22,217.7,7.532
Clock buffer,12,145.1,5.022
Tap cell,72,90.09,3.117
Clock inverter,3,40.04,1.385
Inverter,6,22.52,0.7792
-- synthesized netlist by cell type (2+ instances only) --
cell type,number,area (µm²)
nand2_1,3,11.26
fa_1,8,160.2
xor2_1,2,17.52
o21ai_0,2,10.01
dfrtp_1,66,1652
ha_1,16,200.2
xnor2_1,4,35.03
a21oi_1,2,10.01
inv_1,6,22.52
nand3_1,3,15.01
a21oi_2,2,17.52
and2_1,23,143.9
nor2_1,4,15.01
-- flip-flops by register name (all words and copies together), names as in the netlist, 2 cells and up --
signal,count
arg1_reg.q,9
arg2_reg.q,9
A0_B0_RegChain.gen_code_label.PipeReg.q,2
A0_B1_RegChain.gen_code_label.PipeReg.q,2
A0_B2_RegChain.gen_code_label.PipeReg.q,2
A0_B3_RegChain.gen_code_label.PipeReg.q,2
A1_B0_RegChain.gen_code_label.PipeReg.q,2
A2_B3_RegChain.gen_code_label.PipeReg.q,2
-- worst max-delay path, stage by stage, from the launching register on --
cell	delay (ps)
dfrtp_1	360
ha_1	220
fa_1	420
a21oi_2	180
o22ai_1	120
o41ai_2	240
xnor2_1	160
clkdlybuf4s50_1	480
-- through the flow --
| step | cells | setup WS, ps | total power [mW] |
|---|---|---|---|
| floorplan | 152 | 2985 | 0.6063 |
| detailed placement | 245 | 2461 | 0.6766 |
| CTS | 260 | 2090 | 1.035 |
| global placement | 245 | 2504 | 0.6740 |
| global route | 260 | 1952 | 1.079 |
| finish | 260 | 2132 | 1.018 |
-- worst max-delay path by stage --
stage | slack [ps] | to | from
after CTS | 2090 | Out[9] | arg1_reg.q[1]
after global routing | 1950 | Out[9] | arg1_reg.q[1]
final | 2130 | Out[9] | arg1_reg.q[1]
-- kinds of logic (layout without fill, tap and decap cells) --
family	Yosys count	count (layout)	share of synthesized area [%]
xor gates and xnor gates	6	6	2.185
AOI/OAI and AO/OA	11	11	3.799
muxes	1	1	0.4162
DFF	66	66	68.68
adders and majority gates	24	24	14.98
buffers and inverters	7	43	1.249
and+or+nand+nor	37	37	8.689
-- power by group through the flow --
stage / Clock (mW) / Combinational (mW) / Sequential, mW
after CTS: 0.365 / 0.148 / 0.522
after global routing: 0.386 / 0.167 / 0.526
final: 0.353 / 0.145 / 0.521
Power and IR drop assume default switching activity.
